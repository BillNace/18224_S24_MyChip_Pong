[design/flow/config.mk]
export PLATFORM = sky130hd
export DESIGN_NAME = BarrelShiftRegister
export DESIGN_NICKNAME = BarrelShiftRegister
export VERILOG_FILES = /design/flow/design.v
export SDC_FILE = /design/flow/constraint.sdc
export NUM_CORES = 4
export LEC_CHECK = 1
export CORE_AREA = 10 10 70 70
export DIE_AREA = 0 0 80 80
[design/flow/constraint.sdc]
current_design BarrelShiftRegister

set clk_period 1.3
set clk_io_pct 0.2

create_clock -name clk0 -period $clk_period [get_ports {clock}]

set non_clock_inputs [all_inputs -no_clocks]
set_input_delay [expr $clk_period * $clk_io_pct] -clock clk0 $non_clock_inputs
set_output_delay [expr $clk_period * $clk_io_pct] -clock clk0 [all_outputs]
[design/flow/design.v]
`default_nettype none
module Comparator
  #(parameter WIDTH=4)
   (output logic             AeqB,
    input  logic [WIDTH-1:0] A, B);
  MagComp mc(.A,
             .B,
             .AeqB,
             .AltB(),
             .AgtB()
            );
endmodule: Comparator
module MagComp
  #(parameter   WIDTH = 8)
  (output logic             AltB, AeqB, AgtB,
   input  logic [WIDTH-1:0] A, B);
  always_comb
    if ($isunknown(A) || $isunknown(B))
      {AeqB, AltB, AgtB} = 3'bxxx;
    else begin
      AeqB = (A == B);
      AltB = (A <  B);
      AgtB = (A >  B);
    end
endmodule: MagComp
module Adder
  #(parameter WIDTH=8)
  (input  logic [WIDTH-1:0] A, B,
   input  logic             cin,
   output logic [WIDTH-1:0] sum,
   output logic             cout);
  always_comb
    if ($isunknown(A) || $isunknown(B) || $isunknown(cin)) 
      {cout, sum} = 'x;
    else
      {cout, sum} = A + B + cin;
endmodule : Adder
module Subtracter
  #(parameter WIDTH=8)
  (input  logic [WIDTH:0] A, B,
   input  logic           bin,
   output logic [WIDTH:0] diff,
   output logic           bout);
   assign {bout, diff} = A - B - bin;
endmodule : Subtracter
module Multiplexer
  #(parameter WIDTH=8)
  (input  logic [WIDTH-1:0]         I,
   input  logic [$clog2(WIDTH)-1:0] S,
   output logic                     Y);
   always_comb
     if ($isunknown(S))
       Y = 'x;
     else
       Y = I[S];
endmodule : Multiplexer
module Mux2to1
  #(parameter WIDTH = 8)
  (input  logic [WIDTH-1:0] I0, I1,
   input  logic             S,
   output logic [WIDTH-1:0] Y);
  assign Y = (S) ? I1 : I0;
endmodule : Mux2to1
module Decoder
  #(parameter WIDTH=8)
  (input  logic [$clog2(WIDTH)-1:0] I,
   input  logic                     en,
   output logic [WIDTH-1:0]         D);
  always_comb begin
    D = 0;
    if (en)
      D = 1'b1 << I;
  end
endmodule : Decoder
module DFlipFlop
  (input  logic D,
   input  logic preset_L, reset_L, clock,
   output logic Q);
  always_ff @(posedge clock, negedge preset_L, negedge reset_L)
    if ((~preset_L) && (~reset_L))
      Q <= 1'bx;
    else if (~preset_L)
      Q <= 1'b1;
    else if (~reset_L)
      Q <= 1'b0;
    else
      Q <= D;
endmodule : DFlipFlop
module Register
  #(parameter WIDTH=8)
  (input  logic [WIDTH-1:0] D,
   input  logic             en, clear, clock,
   output logic [WIDTH-1:0] Q);
  always_ff @(posedge clock)
    if (en)
      Q <= D;
    else if (clear)
      Q <= 0;
endmodule : Register
module Counter
  #(parameter WIDTH=8)
  (input  logic [WIDTH-1:0] D,
   input  logic             en, clear, load, clock, up,
   output logic [WIDTH-1:0] Q);
  always_ff @(posedge clock)
    if (clear)
      Q <= {WIDTH {1'b0}};
    else if (load)
      Q <= D;
    else if (en)
      if (up)
        Q <= Q + 1'b1;
      else
        Q <= Q - 1'b1;
endmodule : Counter
module ShiftRegister
  #(parameter WIDTH=8)
  (input  logic [WIDTH-1:0] D,
   input  logic             en, left, load, clock,
   output logic [WIDTH-1:0] Q);
  always_ff @(posedge clock)
    if (load)
      Q <= D;
    else if (en)
      if (left)
        Q <= {Q[WIDTH-2:0], 1'b0};
      else
        Q <= {1'b0, Q[WIDTH-1:1]};
endmodule : ShiftRegister
module BarrelShiftRegister
  #(parameter WIDTH=8)
  (input  logic [WIDTH-1:0] D,
   input  logic             en, load, clock,
   input  logic [      1:0] by,
   output logic [WIDTH-1:0] Q);
  logic [WIDTH-1:0] shifted;
  always_comb
    case (by)
      default: shifted = Q;
      2'b01: shifted = {Q[WIDTH-2:0], 1'b0};
      2'b10: shifted = {Q[WIDTH-3:0], 2'b0};
      2'b11: shifted = {Q[WIDTH-4:0], 3'b0};
    endcase
  always_ff @(posedge clock)
    if (load)
        Q <= D;
    else if (en)
        Q <= shifted;
endmodule : BarrelShiftRegister
module CountDownToZero
  #(parameter WIDTH=8)
  (input  logic             clock, load,
   input  logic [WIDTH-1:0] D,
   output logic             done);
  logic [WIDTH-1:0] count;
  Counter #(WIDTH) c(.en(1'b1),
                     .clear(1'b0),
                     .load,
                     .up(1'b0),
                     .D,
                     .Q(count),
                     .clock
                    );
  assign done = (count == {WIDTH {1'b0}});                  
endmodule : CountDownToZero
module OneShot
 #(parameter WIDTH=8)
  (input  logic go, clock, reset,
   output logic shot);
  logic [WIDTH-1:0] D;
  logic load, done;
  assign D = {WIDTH {1'b1}};
  CountDownToZero #(WIDTH) ctdz(.clock,
                                .load,
                                .D,
                                .done
                               );
  enum {INIT, SHOT} state, nextState;
  always_ff @(posedge clock, posedge reset)
    if (reset)
      state <= INIT;
    else
      state <= nextState;
  always_comb
    case (state)
      INIT: nextState = (go) ? SHOT : INIT;
      SHOT: nextState = (done) ? INIT : SHOT;
    endcase
  assign shot = (state == SHOT);
  assign load = (state == INIT) & go;
endmodule : OneShot
module Debouncer
  (input  logic bouncy,
   input  logic CLOCK_50,
   input  logic reset,
   output logic debounced);
  logic go, alarm;
  CountDownToZero #(16) ctdz(.clock(CLOCK_50),
                             .load(go),
                             .D(16'hFFFF),
                             .done(alarm)
                            );
  enum {ZERO, GO_TO_ONE, ONE, GO_TO_ZERO} state, nextState;
  always_ff @(posedge CLOCK_50, posedge reset)
    if (reset)
      state <= ZERO;
    else
      state <= nextState;
  always_comb
    case (state)
      ZERO:       nextState = (bouncy) ? GO_TO_ONE : ZERO;
      GO_TO_ONE:  nextState = (alarm) ? ONE : GO_TO_ONE;
      ONE:        nextState = (bouncy) ? ONE : GO_TO_ZERO;
      GO_TO_ZERO: nextState = (alarm) ? ZERO : GO_TO_ZERO;
    endcase
  always_comb begin
    go = 1'b0;
    case (state)
      ZERO: begin
              debounced = 1'b0;
              go = bouncy;
            end
      GO_TO_ONE: debounced = 1'b1;
      ONE: begin
             debounced = 1'b1;
             go = ~bouncy;
           end
      GO_TO_ZERO: debounced = 1'b0;
      default : {go, debounced} = 2'b00;
    endcase
  end
endmodule : Debouncer
module Synchronizer
  (input  logic clock, asynchronous,
   output logic synchronous);
  logic between;
  DFlipFlop dff1(.d(asynchronous),
                 .q(between),
                 .preset_L(1'b1),
                 .reset_L(1'b1),
                 .q_L(),
                 .clock
                );
  DFlipFlop dff2(.d(between),
                 .q(synchronous),
                 .preset_L(1'b1),
                 .reset_L(1'b1),
                 .q_L(),
                 .clock
                );
endmodule : Synchronizer
[design/flow/run.sh]
#!/bin/bash
# OpenROAD 26Q1-2900-gdf79404cd8, Yosys 0.63+post, stock flow scripts
make -C /OpenROAD-flow-scripts/flow DESIGN_CONFIG=/design/flow/config.mk WORK_HOME=/design/flow/orfs finish
==> results.sh <==
# implementation run metrics
export IMPL_run_status="finished, final reports clean"
export IMPL_p_leak_uw=0.000377
export IMPL_cp_slowest_cell="or3b_2"
export IMPL_cts_htree_levels=1
export IMPL_syn_cell_area_um2=534
export IMPL_reg_largest_list="Q (8)"
export IMPL_die_height_um=80
export IMPL_fmax_mhz=814
export IMPL_die_w_um=80
export IMPL_setup_viol=0
export IMPL_dpl_cell_area_um2=815
export IMPL_skew_ns=0.00343
export IMPL_drt_iter0_markers=52
export IMPL_required_ns=1.40
export IMPL_viasPerCell=4.11
export IMPL_worstPathMaxFanout=3
export IMPL_yosysUniqueCellTypes=18
export IMPL_crit_chain="buf_4 -> or3b_2 -> a32oi_1"
export IMPL_hp_class="primary input to register"
export IMPL_cts_hold_buffers=0
export IMPL_worst_ep_arrival_time_ns=1.33
export IMPL_pre_cts_ws_ns=-0.711
export IMPL_log_warning_count=27
export IMPL_worst_slack_ns=0.0707
export IMPL_pin_count=21
export IMPL_min_period_over_period_pct=94.6
export IMPL_grt_pass1_wl_mm=2.37
export IMPL_ys_seq_share_pct=45.0
export IMPL_fin_area_um2=912
export IMPL_clock_path_buffers=2
export IMPL_diodes=0
export IMPL_cts_buffers=3
export IMPL_clock_sinks=8
export IMPL_regMostFlops="Q"
export IMPL_yosysWarnings=1
export IMPL_track_usage_pct=4.57
export IMPL_vias=539
export IMPL_synth_area_per_cell_um2=10.5
export IMPL_grt_pass1_vias=532
export IMPL_relSlewSlack_pct=87.3
export IMPL_antenna_found_initial=0
export IMPL_grt_max_degree=16
export IMPL_crit_family="simple AND/OR/NAND/NOR gates"
export IMPL_stdcell_count=131
export IMPL_yosys_cells=51
export IMPL_gp_congestion=0.768
export IMPL_synth_chip_area_um2=534
export IMPL_rows=21
export IMPL_critPathBufInv=1
export IMPL_cts_tree="yes"
export IMPL_rsz0062_at_grt="no"
export IMPL_setup_tns_ns=0
export IMPL_pwr_density_cell_nw_per_um2=831
export IMPL_route_detailed_drc=0
export IMPL_port_buffers=20
export IMPL_core_um2=3420
export IMPL_start_kind="register"
export IMPL_drive_gt1_share_pct=27.1
export IMPL_nFillCells=381
export IMPL_total_power_uw=758
export IMPL_clock_latency_late_pin_ns=0.26
export IMPL_ir_worst_vdd_uv=517
export IMPL_max_slew_worst_pin_slew_ns=0.191
export IMPL_clk_pin_slew_ns=0.06
export IMPL_finalMaxSlewViolations=0
export IMPL_dpl_hpwl_mm=1.10
export IMPL_finalHoldViolCount=0
export IMPL_overflow=0
export IMPL_synth_cells=51
export IMPL_ys_flops=8
export IMPL_slowest_delay_ns=0.43
export IMPL_place_inst=118
export IMPL_maxCapViolations=0
export IMPL_syn2layout_area_growth_pct=70.7
export IMPL_cts_root_buf="clkbuf_4"
export IMPL_wl_per_cell_um=11.9
export IMPL_ant_nets=0
export IMPL_dr_pass1_iters=4
export IMPL_wirelength_mm=1.56
export IMPL_critPathCaptureType="register"
export IMPL_die_area_um2=6400
export IMPL_largest_reg_flops=8
export IMPL_fin_crit_ns=1.23
export IMPL_core_util_floorplan_pct=15.6
export IMPL_path_class="register to register"
==> area by class of cell <==
type	count	area (um2)	area share [%]
sequential	8	240	26.3
multi-input combinational	33	273	29.9
timing repair buffer	34	293	32.1
tap	46	57.6	6.31
clock buffer	3	22.5	2.47
inverter	7	26.3	2.88
==> path summary, 6_finish.rpt <==
| path | startpoint | end | slack, ns | depth (start not counted) |
|---|---|---|---|---|
| worst min-delay path | by[1] | Q[1] | 0.41 | 2 |
| worst min register to register | Q[5] | Q[7] | 0.80 | 3 |
| worst max-delay path | Q[2] | Q[3] | 0.07 | 3 |
| worst max register to register | Q[2] | Q[3] | 0.07 | 3 |
==> placed cells by master (no fill, tap or decap) <==
cell type / netlist / layout
a21o_1: 1 / 1
a21oi_1: 5 / 5
a31oi_1: 1 / 1
a32oi_1: 5 / 5
and2_1: 1 / 1
buf_12: 0 / 1
buf_2: 1 / 4
buf_4: 0 / 11
clkbuf_4: 0 / 3
clkdlybuf4s50_1: 0 / 10
dlygate4sd2_1: 0 / 8
edfxtp_1: 8 / 8
ha_1: 3 / 1
ha_4: 0 / 2
inv_1: 7 / 7
nand2_1: 2 / 2
nand2b_1: 2 / 2
nor2b_1: 1 / 1
o211ai_1: 5 / 5
o21ai_0: 1 / 1
or3b_1: 4 / 4
or3b_2: 2 / 2
==> cells in the mapped netlist <==
| master | instances | area share [%] |
|---|---|---|
| a31oi_1 | 1 | 1.2 |
| nand2b_1 | 2 | 2.3 |
| nor2b_1 | 1 | 1.2 |
| buf_2 | 1 | 0.94 |
| a21o_1 | 1 | 1.4 |
| o211ai_1 | 5 | 7.0 |
| a21oi_1 | 5 | 4.7 |
| inv_1 | 7 | 4.9 |
| nand2_1 | 2 | 1.4 |
| or3b_1 | 4 | 6.6 |
| clkbuf_1 | 1 | 0.70 |
| or3b_2 | 2 | 3.3 |
| edfxtp_1 | 8 | 45 |
| a32oi_1 | 5 | 8.2 |
| and2_1 | 1 | 1.2 |
| o21ai_0 | 1 | 0.94 |
| buf_6 | 1 | 2.1 |
| ha_1 | 3 | 7.0 |
==> logic make-up after synthesis <==
logic type               after synthesis  share of synthesized area (%)
AND-OR/OR-AND                         18                           23.4
adder cells (fa/ha/maj)                3                           7.03
flip-flops                             8                           45.0
buffers and inverters                 10                           8.66
AND/OR/NAND/NOR                       12                           15.9
==> per-stage QoR <==
stage,util (%),hold WS (ns)
global placement,23.8,0.739
global route,26.7,0.419
detailed placement,23.8,0.727
CTS,26.3,0.534
finish,26.7,0.411
floorplan,-,0.451
==> power breakdown <==
group	switching [uW]	internal [uW]	total [uW]
Clock	87.8	106	194
Combinational	86.6	144	231
Sequential	12.2	321	333
==> layer usage <==
metal / up-vias / global-route usage (%) / share of wire, %
li1: 266 / - / -
met1: 252 / 6.39 / 51
met2: 19 / 6.18 / 39
met3: 2 / 2.50 / 9.1
met4: 0 / 0.528 / 1.0
met5: - / 0 / 0
==> repair_timing <==
item                                    in CTS  in global routing
gates cloned                                 0                  0
pin swaps                                    1                  2
setup buffers                                6                  4
endpoints found under the setup margin      22                  2
gates resized                               18                  5
No activity file was given, so power comes from the tool's default toggle rates.
